===== flow/run.sh =====
#!/bin/bash
# OpenROAD 26Q1-2900-gdf79404cd8, Yosys 0.63+post, stock flow scripts
make -C /OpenROAD-flow-scripts/flow DESIGN_CONFIG=/design/flow/config.mk WORK_HOME=/design/flow/orfs finish

===== flow/config.mk =====
export PLATFORM = sky130hd
export DESIGN_NAME = biss
export DESIGN_NICKNAME = biss
export VERILOG_FILES = /design/flow/design.v
export SDC_FILE = /design/flow/constraint.sdc
export NUM_CORES = 4
export LEC_CHECK = 1
export CORE_UTILIZATION = 40

===== flow/constraint.sdc =====
current_design biss

set clk_period 2.6
set clk_io_pct 0.2

create_clock -name clk0 -period $clk_period [get_ports {clk}]

set non_clock_inputs [all_inputs -no_clocks]
set_input_delay [expr $clk_period * $clk_io_pct] -clock clk0 $non_clock_inputs
set_output_delay [expr $clk_period * $clk_io_pct] -clock clk0 [all_outputs]

===== flow/design.v =====
module biss
(
    input       clk         ,    
    input       rx          ,    
    input       rst         ,    
    input       verify_rx   ,    
    output  reg syn_biss_clk         
);
reg [35:0]      txdata          ;  
reg [2:0]       read_data_state ;  
localparam  rest_state          = 0 ;  
localparam  encoder_ready_ok    = 1 ;  
localparam  syn_clk             = 2 ;  
localparam  rxdata_state        = 3 ;  
reg         rx_d0   ;    
reg         rx_d1   ;    
reg         rx_negedge;  
reg         rx_d2   ;    
reg         rx_d3   ;    
reg         rx_posedge;  
always @(posedge clk or negedge rst )  
begin
    if (rst == 1'b0)
        begin
            rx_d0 <= 1'b0;       
            rx_d1 <= 1'b0;       
            rx_negedge <= 1'b0;  
            rx_d2 <= 1'b0 ;      
            rx_d3 <= 1'b0 ;      
            rx_posedge <= 1'b0;  
        end
    else if (read_data_state == rxdata_state)   
        begin
            rx_d0 <= 1'b0;       
            rx_d1 <= 1'b0;       
            rx_negedge <= 1'b0;  
            rx_d2 <= 1'b0 ;      
            rx_d3 <= 1'b0 ;      
            rx_posedge <= 1'b0;  
        end
    else if (read_data_state == encoder_ready_ok)  
        begin
            rx_d0   <= rx ;   
            rx_d1   <= rx_d0    ;  
            rx_negedge <= rx_d1 && ~rx_d0;  
            rx_posedge <= 1'b0;
        end
    else if (read_data_state == syn_clk)  
        begin
            rx_d2   <= rx ;  
            rx_d3   <= rx_d2;  
            rx_posedge <= ~rx_d3 && rx_d2   ;
            rx_negedge  <= 1'b0;
        end
end
reg [7:0]   ready_ok_cont   ;
reg [7:0]   syn_clk_cont    ;
reg [7:0]   clk_cnt         ;    
always @ (posedge clk or negedge rst)
begin
    if (rst == 1'b0)
    begin
        ready_ok_cont <= 8'd0;
        syn_clk_cont  <= 8'd0;
        clk_cnt       <= 8'd0;
    end
    else if (read_data_state == rest_state)
        begin
            syn_biss_clk    <= 1'b1;     
            clk_cnt         <= 8'd0;
            ready_ok_cont   <= 8'd0;
            syn_clk_cont    <= 8'd0;
        end
    else if (read_data_state == encoder_ready_ok)
    begin   
        if (ready_ok_cont <= 8'd24)  
        begin
            syn_biss_clk    <= 1'b0;  
            ready_ok_cont   <= ready_ok_cont + 8'd1;
        end
        else if (ready_ok_cont < 8'd49)
        begin
            syn_biss_clk    <= 1'b1;  
            ready_ok_cont   <= ready_ok_cont + 8'd1;
        end
        else if (ready_ok_cont == 8'd49)    
        begin
            syn_biss_clk    <= 1'b1;
            ready_ok_cont   <= 8'd0;
        end
    end
    else if (read_data_state == syn_clk)
    begin
        if (rx_posedge == 1'b1)  
        begin
            syn_biss_clk    <= 1'b0;
        end
        else if (syn_clk_cont <= 8'd24)
        begin
             syn_biss_clk   <= 1'b1;
             syn_clk_cont   <= syn_clk_cont + 1'd1;
        end
        else if (syn_clk_cont < 8'd49)
        begin
            syn_biss_clk    <= 1'b0;
            syn_clk_cont    <= syn_clk_cont + 8'd1;
        end
        else if (syn_clk_cont == 8'd49)
        begin
            syn_biss_clk    <= 1'b0;
            syn_clk_cont    <= 8'd0;
        end
    end
    else if (read_data_state == rxdata_state)  
    begin
        if (clk_cnt < 8'd24)  
        begin
            clk_cnt <= clk_cnt + 8'd1;
            syn_biss_clk    <= 1'b1;
        end        
        else if (clk_cnt < 8'd49)
        begin
            clk_cnt <= clk_cnt + 8'd1;
            syn_biss_clk    <= 1'b0;
        end
        else if (clk_cnt == 8'd49)
        begin
            clk_cnt <= clk_cnt + 8'd1;
            syn_biss_clk    <= ~syn_biss_clk;  
        end
    end
end
reg [5:0] cont_data ;  
reg con_digital49   ;  
always @ (posedge clk or negedge rst)
begin
    if (rst == 1'b0)
    begin
        read_data_state <= rest_state   ;  
        txdata          <= 36'b0;
        cont_data       <= 6'd0;
        con_digital49   <= 1'b0;
    end
    else if (verify_rx == 1'b1)
    begin
        case (read_data_state)
        rest_state:  
        begin
            if (rx == 1'b1)
            begin
                read_data_state <= encoder_ready_ok;
            end
        end
        encoder_ready_ok:  
        begin
            txdata  <= 36'd0;
            cont_data   <= 6'd0;
            con_digital49   <=1'b0;
            if (rx_negedge == 1'b1)  
            begin
                read_data_state <= syn_clk;
            end
        end
        syn_clk:     
        begin
            if (rx_posedge == 1'b1)
            begin
                read_data_state <= rxdata_state;
            end
        end
        rxdata_state:  
        begin
            if ( (syn_biss_clk == 1'b1) && (cont_data < 6'd36) && (con_digital49 == 1'b0))
             begin
                txdata[cont_data] <= rx ;
                cont_data <= cont_data + 6'd1;
                con_digital49 <= con_digital49 + 1'b1;
             end
            else if ((syn_biss_clk == 1'b1) && cont_data == 6'd36 && con_digital49 == 1'b0)
                begin
                    read_data_state <= rest_state;  
                    con_digital49 <= con_digital49 + 1'b1;
                end
            else 
                begin
                    if (syn_biss_clk == 1'b0)
                        begin
                            con_digital49 <= 1'b0;
                        end
                end
        end
        default : read_data_state <= rest_state ;  
        endcase
    end
end
reg         right_txdata;    
reg [6:0]   crc_divisor ;   
reg [6:0]   waiting_xor ;    
reg         yes_move    ;    
reg         crc_ok      ;   
reg [7:0]   cont_txdata ;    
always @ (posedge clk or negedge rst)
begin
    if (rst == 1'b0) 
    begin
        right_txdata <= 1'b0;
        crc_divisor <=  7'b1000011;  
        waiting_xor <=  7'b0;        
        cont_txdata <=  7'd0;        
        yes_move    <=  1'b0;        
        crc_ok      <=  1'b0;        
    end
    else if (read_data_state == syn_clk)  
    begin
        right_txdata    <= 1'b0;    
        crc_divisor     <= 7'b1000011;   
        waiting_xor     <= 7'b0;         
        cont_txdata     <= 7'd0;     
        yes_move        <= 1'b0;     
        crc_ok          <= 1'b0;    
    end
    else if (cont_data == 6'd36 && crc_ok == 1'b0 )  
    begin
        if (cont_txdata == 7'd0)
        begin
            waiting_xor <= {txdata[2],txdata[3],txdata[4],txdata[5],txdata[6],txdata[7],txdata[8]};
        cont_txdata <= cont_txdata  + 7'd9;
        end
        else if (yes_move == 1'b1)
        begin
            yes_move <= 1'b0;
            if (cont_txdata <= 7'd36)
            begin
                waiting_xor[0] <= txdata[cont_txdata - 7'd1];  
            end
        end
        else if (waiting_xor < 7'b1000000 && cont_txdata <= 7'd35)
        begin
            waiting_xor <= waiting_xor << 1 ; 
            cont_txdata <= cont_txdata + 7'd1 ;  
            yes_move    <= 1'b1;
        end
        else if (waiting_xor > 7'b1000000 || cont_txdata == 7'd36)
        begin
            waiting_xor <= waiting_xor ^ crc_divisor ;  
            if (cont_txdata == 7'd36)
                begin
                    crc_ok <= 1'b1;  
                end
        end
    end
    else if (crc_ok == 1'b1)
        begin
            if (waiting_xor == 7'b0)
            begin
                right_txdata <= 1'b1;
            end
            else 
            begin
                right_txdata <= 1'b0;
            end
        end
end
reg [5:0] con_right_data    ;
always @(posedge clk or negedge rst)
begin
    if (rst == 1'b0)
        begin
            right_txdata <= 1'b0;
            con_right_data <= 26'b0;
        end
    else if (right_txdata == 1'b1)
        begin
            con_right_data <= txdata[27:2];
        end
end
endmodule

==> summary.txt <==
run results: status=completed, Die W=78.75 um, H-tree depth=2, Yosys chip area=0.002356 sq mm, GRT overflow=0, DR vias=1753, pin count of the biggest net entering global routing=42, CTS max path bufs=2, Synth Flop Type=dfrtp_1, # diodes=0, area grow syn2layout=7.382%, Vias/cell=5.361, Distinct lib cells used=48, P_leak=1.066 nW, ys async rst share=97.62%, R2R Setup Slk=0.54 ns, TritonCTS clock tree=built, startpoint types=flop, fin cells=327, setup ws final=0.5440 ns, Routed wire per std cell=13.06 um, post-synthesis sequential area ratio=44.88%, internal cell power=0.9295 mW, r2r startpoint=ready_ok_cont[0]$_DFFE_PN0P_, global-route wire length before repair=7624 um, reg2reg path depth=8, worst-path cell chain=inv_1, ha_1, nor2_1, o311ai_1, a31oi_1, buf_4, nand2b_1, o31ai_1, Insertion Delay late pin=0.29 ns, Setup Buffers After CTS=0, # resized after CTS=0, Power Dens Cells=493.9 mW/mm^2, die area=0.006201 sq mm, Worst Path Max Fanout=8, Final Cycle Share=79.08%, Crit path max-delay family=AND-OR/OR-AND gates, cell accounting for the most synthesized area=dfrtp_1, Tmin final=2.056 ns, Syn Std Cell Area=0.002356 sq mm, final RePlAce weighted congestion=0.7922, Post-Syn Area per Cell=9.386 sq um, crit path max-delay cell type=dfrtp_1, root buffer cell=clkbuf_8, clk_skew=0.004079 ns, CP Data Arrival Time=2.25 ns, DR DRC count=0, Sw Pwr=0.3201 mW, OpenROAD warnings=34, sw frac=25.62%, yosys cell count=251, max_cap viols=0, final setup fails=0, CP bufs+invs=2, Fin Setup TNS=0 ns, clock transition at the registers of the reported paths=0.08 ns, Cell area leaders=dfrtp_1 (42%), ha_1 (6.9%), nor2_1 (4.5%), most instantiated library cell after synthesis=dfrtp_1, hold_buf cts=0, synthesized instance count=251, Slew Limit Fails=0, WHS=0.3300 ns, required time worst endpoint=2.80 ns, Stages on worst setup path=8, fraction of final layout cells sized beyond drive strength 1=5.490%, Gate power share=8.8%, Synth warnings=1, PortBufs=4, CTS buffer count=5, GRT Total Usage=15.88%, total core area=0.005608 sq mm, Synth top area share=42.49%, RSZ-0062 raised after global routing=false, Final Hold Fails=0, r2r endpoint=ready_ok_cont[3]$_DFFE_PN0P_, vias in the first global route=1629, initial antenna violation count=0, Slew headroom=54.18%, DRT iter0 DRCs=108, clock sinks=42, IO Pins=5, Die Height=78.75 um, DRT Pass-1 Iters=4, worst slack, placed=0.4647 ns, part of the power in the clock network=32.3%, FMAX=486.4 MHz, final WL=4271 um, Reg power frac=58.9%, Tot Pwr=1.250 mW, ys flops=42, row cnt=27, Critical Path End Type=flop, initial core utilization=42.01%, Post-Place Cells=319, dpl hpwl=2878 um, worst IR drop on VDD=0.3053 mV, worst-margin pin slew=0.6873 ns, top cells by count, synth=dfrtp_1 (40), nor2_1 (28), nand2_1 (25), hold crit path type=in2async, flip-flops with a built-in enable=1, crit path kind=reg2reg, end of the critical path=ready_ok_cont[3]$_DFFE_PN0P_, DRT antenna net count=0, origin of the worst setup path=ready_ok_cont[0]$_DFFE_PN0P_, CP peak stage delay=0.44 ns
logic make-up after synthesis:
logic type | synth area share, %
simple gates | 20.92
compound gates | 18.32
flops | 44.88
buf+inv | 4.195
fa+ha+maj | 6.904
xor+xnor | 2.230
mux | 2.549
cells in the final DEF, fill, tap and decap left out, types with 2 or more instances in the layout:
cell type	n
a32o_1	2
nor3_1	8
nor2b_1	11
ha_1	13
buf_4	2
o311ai_1	2
a31oi_1	4
o22a_1	4
xnor2_1	5
clkbuf_8	5
a21oi_1	4
and3_1	2
o31ai_1	4
dfrtp_1	40
inv_1	14
clkdlybuf4s50_1	3
nand2_1	25
nand4_1	3
a32oi_1	2
o21ai_0	17
nand3_1	9
clkbuf_1	3
nand2b_1	7
mux2i_1	6
nor2_1	28
a22o_1	2
nor4_1	3
o21ai_1	5
how the worst min path moves through the flow:
| stage | start | endpoint | slack [ns] | cells past startpoint |
|---|---|---|---|---|
| 6_report | rst | ready_ok_cont[2]$_DFFE_PN0P_ | 0.33 | 2 |
| 5_1_grt | rst | ready_ok_cont[2]$_DFFE_PN0P_ | 0.38 | 2 |
| 4_1_cts | rst | ready_ok_cont[3]$_DFFE_PN0P_ | 0.35 | 2 |
registers in the layout (all words and copies together), names as in the netlist:
register / flops
rx_d2: 1
rx_negedge: 1
con_digital49: 1
syn_clk_cont: 8
ready_ok_cont: 8
syn_biss_clk: 1
rx_posedge: 1
clk_cnt: 8
rx_d1: 1
rx_d0: 1
rx_d3: 1
cont_data: 6
read_data_state: 4
power by group through the flow:
stage | Clock (mW) | Combinational (mW) | Sequential [mW]
6_report | 0.404 | 0.110 | 0.736
5_1_grt | 0.445 | 0.126 | 0.741
4_1_cts | 0.425 | 0.113 | 0.735
metrics by stage:
stage / utilization, % / cell area (sq um)
global placement: 43.69 / 2450
CTS: 45.11 / 2530
finish: 45.11 / 2530
detailed placement: 43.69 / 2450
global route: 45.11 / 2530
floorplan: - / 2356
cell type report:
cell class	count	area (sq um)
fill	565	3078
multi-input combinational	185	1200
timing repair buffer	6	50.05
sequential	42	1057
inverter	14	52.55
clock buffer	8	80.08
tap	72	90.09
per-layer routing:
layer	global-route usage [%]	wire length, um	part of all wire (%)	vias up
met5	0	0	0	-
met2	22.78	1799	42	21
met3	2.334	104	2.4	7
met1	26.82	2308	54	829
met4	2.778	59	1.4	0
li1	-	-	-	896
worst reg2reg max path, stage by stage, from the launching register on:
cell	delay, ns
dfrtp_1	0.44
inv_1	0.10
ha_1	0.17
nor2_1	0.04
o311ai_1	0.30
a31oi_1	0.23
buf_4	0.24
nand2b_1	0.22
o31ai_1	0.23
Power is estimated from default activity; no workload was simulated.
